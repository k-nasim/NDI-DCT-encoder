**flow/design.v**
```verilog
module oneD_DCT( input clk,rst,
               input signed [9:0] x0,x1,x2,x3,x4,x5,x6,x7,
               output reg signed [9:0] xo0,xo1,xo2,xo3,xo4,xo5,xo6,xo7);
reg signed [9:0] a0,a1,a2,a3,a4,a5,a6,a7;
wire signed [9:0] b0,b1,b2,b3,b4,b5,b6,b7;
wire signed [9:0] c0,c1,c2,c3,c4,c5,c6,c7;
wire signed [9:0] d0,d1,d2,d3,d4,d5,d6,d7,d8;
wire signed [9:0] e0,e1,e2,e3,e4,e5,e6,e7,e8;
wire signed [9:0] f0,f1,f2,f3,f4,f5,f6,f7;
wire signed [9:0] s0,s1,s2,s3,s4,s5,s6,s7;
localparam  signed [9:0] m1 =10'b0010110101 ,    
           		m2 =10'b0001100001 ,             
          		m3 =10'b0010001010 ;             
localparam signed [9:0] m4 =10'b0101001110 ;     
always@(posedge clk)
begin
    if(rst)
        begin
            a0 <= 0;
            a1 <= 0;
            a2 <= 0;
            a3 <= 0;
            a4 <= 0;
            a5 <= 0;
            a6 <= 0;
            a7 <= 0;
            xo0 <= 'bz;
            xo1 <= 'bz;
            xo2 <= 'bz;
            xo3 <= 'bz;
            xo4 <= 'bz;
            xo5 <= 'bz;
            xo6 <= 'bz;
            xo7 <= 'bz;
        end
    else 
	begin
            a0 <= x0;
            a1 <= x1;
            a2 <= x2;
            a3 <= x3;
            a4 <= x4;
            a5 <= x5;
            a6 <= x6;
            a7 <= x7;
            xo0 <= s0;
            xo1 <= s1;
            xo2 <= s2;
            xo3 <= s3;
            xo4 <= s4;
            xo5 <= s5;
            xo6 <= s6;
            xo7 <= s7;
            end
end
assign b0 = a0 + a7;
assign b1 = a1 + a6;
assign b2 = a2 - a4;
assign b3 = a1 - a6;
assign b4 = a2 + a5;
assign b5 = a3 + a4;
assign b6 = a2 - a5;
assign b7 = a0 - a7;
assign c0 = b0 + b5;
assign c1 = b1 - b4;
assign c2 = b2 + b6;
assign c3 = b1 + b4;
assign c4 = b0 - b5;
assign c5 = b3 + b7;
assign c6 = b3 + b6;
assign c7 = b7;
assign d0 = c0 + c3;
assign d1 = c0 - c3;
assign d2 = c2;
assign d3 = c1 + c4;
assign d4 = c2 - c5;
assign d5 = c4;
assign d6 = c5;
assign d7 = c6;
assign d8 = c7;
assign e0 = d0;
assign e1 = d1;
assign e2 = (m3 * d2)/256;    
assign e3 = (m1 * d7)/256;    
assign e4 = (m4 * d6)/256;
assign e5 = d5;
assign e6 = (m1 * d3)/256;
assign e7 = (m2 * d4)/256;
assign e8 = d8;
assign f0 = e0;
assign f1 = e1;
assign f2 = e5 + e6;
assign f3 = e5 - e6;
assign f4 = e3 + e8;
assign f5 = e8 - e3;
assign f6 = e2 + e7;
assign f7 = e4 + e7;
assign s0 = f0;
assign s1 = f4 + f7;
assign s2 = f2;
assign s3 = f5 - f6;
assign s4 = f1;
assign s5 = f5 + f6;
assign s6 = f3;
assign s7 = f4 - f7;
endmodule
module top (    input clk,rst, enin, enout,
                input signed [9:0] datain,
                output reg signed [9:0] dataout);
reg signed [9:0] seg [7:0][7:0];   
reg signed [9:0] seg_r [7:0][7:0];   
reg signed [9:0] seg_c [7:0][7:0];   
reg signed [9:0] seg_q [7:0][7:0];   
integer i,j,u,v;
reg signed [9:0] q50 [7:0][7:0] ;   
reg [2:0] k,n;
wire [2:0] l;
reg [1:0] s;
reg [9:0]  x0,x1,x2,x3,x4,x5,x6,x7;
wire [9:0] xo0,xo1,xo2,xo3,xo4,xo5,xo6,xo7;
always@( posedge clk)
begin
    if(rst) begin 
		q50 [0][0] <= 8'd16;
 		q50 [0][1] <= 8'd11;
 		q50 [0][2] <= 8'd10;
		q50 [0][3] <= 8'd16;
 		q50 [0][4] <= 8'd24;
 		q50 [0][5] <= 8'd40;
 		q50 [0][6] <= 8'd51;
 		q50 [0][7] <= 8'd61;
 		q50 [1][0] <= 8'd12;
 		q50 [1][1] <= 8'd12;
 		q50 [1][2] <= 8'd14;
 		q50 [1][3] <= 8'd19;
 		q50 [1][4] <= 8'd26;
 		q50 [1][5] <= 8'd58;
		q50 [1][6] <= 8'd60;
 		q50 [1][7] <= 8'd55;
 		q50 [2][0] <= 8'd14;
 		q50 [2][1] <= 8'd13;
 		q50 [2][2] <= 8'd16;
		q50 [2][3] <= 8'd24;
 		q50 [2][4] <= 8'd40;
 		q50 [2][5] <= 8'd57;
 		q50 [2][6] <= 8'd69;
 		q50 [2][7] <= 8'd56;
 		q50 [3][0] <= 8'd14;
 		q50 [3][1] <= 8'd17;
 		q50 [3][2] <= 8'd22;
 		q50 [3][3] <= 8'd29;
 		q50 [3][4] <= 8'd51;
 		q50 [3][5] <= 8'd87;
 		q50 [3][6] <= 8'd80;
 		q50 [3][7] <= 8'd62;
 		q50 [4][0] <= 8'd18;
 		q50 [4][1] <= 8'd22;
 		q50 [4][2] <= 8'd37;
 		q50 [4][3] <= 8'd56;
 		q50 [4][4] <= 8'd68;
 		q50 [4][5] <= 8'd109;
 		q50 [4][6] <= 8'd103;
 		q50 [4][7] <= 8'd77;
 		q50 [5][0] <= 8'd24;
 		q50 [5][1] <= 8'd35;
 		q50 [5][2] <= 8'd55;
 		q50 [5][3] <= 8'd64;
 		q50 [5][4] <= 8'd81;
 		q50 [5][5] <= 8'd104;
 		q50 [5][6] <= 8'd113;
 		q50 [5][7] <= 8'd92;
 		q50 [6][0] <= 8'd49;
 		q50 [6][1] <= 8'd64;
 		q50 [6][2] <= 8'd78;
 		q50 [6][3] <= 8'd87;
	 	q50 [6][4] <= 8'd103;
 		q50 [6][5] <= 8'd121;
		q50 [6][6] <= 8'd120;
 		q50 [6][7] <= 8'd101;
 		q50 [7][0] <= 8'd72;
 		q50 [7][1] <= 8'd92;
 		q50 [7][2] <= 8'd95;
 		q50 [7][3] <= 8'd98;
 		q50 [7][4] <= 8'd112;
 		q50 [7][5] <= 8'd100;
 		q50 [7][6] <= 8'd103;
		q50 [7][7] <= 8'd99;
	end
end
always@( posedge clk)
begin
    if(rst) begin
		for (i = 0; i < 8; i = i + 1) begin
    		for (j = 0; j < 8; j = j + 1) begin
     			 seg[i][j] <= 8'd0;
  			end
  		end
    		{i,j,u,v} <= 0;
		dataout <= 'dz;
    end
    else if(enin &&(i<8))
    begin
		seg[i][j] <= datain;
      	if(j==7) begin
            j <= 0;
            i <= i+1;
		end
        else
        	j <= j+1;
    end
	else if(enout&&(u<8))
	begin
		dataout <= seg_q[u][v];
      	if(v==7) begin
            v <= 0;
            u <= u+1;
		end
        else
        	v <= v+1;
	end
end
always @( posedge clk)
begin
	if(rst)
		{k,s} <=0;
    else if(!rst && !enin)
    begin
        if(s<2) begin
            {x0,x1,x2,x3,x4,x5,x6,x7} <= {seg[k][0],seg[k][1],seg[k][2],seg[k][3],seg[k][4],seg[k][5],seg[k][6],seg[k][7]};
            {seg_r[l][0],seg_r[l][1],seg_r[l][2],seg_r[l][3],seg_r[l][4],seg_r[l][5],seg_r[l][6],seg_r[l][7]}  <= {xo0,xo1,xo2,xo3,xo4,xo5,xo6,xo7};
            k <= k+1;
            if(k==7)
                s <= s+1;
         end
        else begin
            {x0,x1,x2,x3,x4,x5,x6,x7} <= {seg_r[0][k],seg_r[1][k],seg_r[2][k],seg_r[3][k],seg_r[4][k],seg_r[5][k],seg_r[6][k],seg_r[7][k]};
            {seg_c[0][l],seg_c[1][l],seg_c[2][l],seg_c[3][l],seg_c[4][l],seg_c[5][l],seg_c[6][l],seg_c[7][l]}  <= {xo0,xo1,xo2,xo3,xo4,xo5,xo6,xo7};
            k <= k+1;
            if(k==7)
                s <= s+1;
        end
    end
end    
always @( posedge clk)
begin
	if(rst)
		n <=0;
 	else if(!rst && !enin) begin
        if(s<2)
         begin
            {seg_q[n][0],seg_q[n][1],seg_q[n][2],seg_q[n][3],seg_q[n][4],seg_q[n][5],seg_q[n][6],seg_q[n][7]}
                <= { seg_c[n][0]/q50[n][0],seg_c[n][1]/q50[n][1],seg_c[n][2]/q50[n][2],seg_c[n][3]/q50[n][3],seg_c[n][4]/q50[n][4],seg_c[n][5]/q50[n][5],seg_c[n][6]/q50[n][6],seg_c[n][7]/q50[n][7]};
            n <= n+1;
         end
    end
end 
assign l = k+5;
oneD_DCT r1( clk,rst,
            x0,x1,x2,x3,x4,x5,x6,x7,
            xo0,xo1,xo2,xo3,xo4,xo5,xo6,xo7);
endmodule
```
**flow/run.sh**
```bash
#!/bin/bash
# OpenROAD 26Q1-2900-gdf79404cd8, Yosys 0.63+post, stock flow scripts
make -C /OpenROAD-flow-scripts/flow DESIGN_CONFIG=/design/flow/config.mk WORK_HOME=/design/flow/orfs finish
```
**flow/config.mk**
```make
export PLATFORM = sky130hd
export DESIGN_NAME = top
export DESIGN_NICKNAME = top
export VERILOG_FILES = /design/flow/design.v
export SDC_FILE = /design/flow/constraint.sdc
export NUM_CORES = 4
export LEC_CHECK = 1
export CORE_UTILIZATION = 40
```
**flow/constraint.sdc**
```tcl
current_design top

set clk_period 27.5
set clk_io_pct 0.2

create_clock -name clk0 -period $clk_period [get_ports {clk}]

set non_clock_inputs [all_inputs -no_clocks]
set_input_delay [expr $clk_period * $clk_io_pct] -clock clk0 $non_clock_inputs
set_output_delay [expr $clk_period * $clk_io_pct] -clock clk0 [all_outputs]
```
==> flow_metrics.py <==
# Metrics from the implementation run
metrics = {
    "placement": {
        "hpwl_um": 283000,
        "gp_congestion": 0.939,
        "port_buffers": 23,
    },
    "layout": {
        "area_growth_pct": 11.1,
        "finish.utilization_pct": 44.8,
        "drive_above_1_share_pct": 14.4,
    },
    "grt": {
        "grt_max_degree": 94,
        "grt_overflow": 0,
        "grt_pass1_vias": 91528,
        "antenna_found_initial": 16,
        "grt_util_all_layers_pct": 24.0,
        "grt_pass1_wl_um": 608000,
    },
    "sta": {
        "hold_viol_final": 0,
        "setup_viol": 0,
        "finalCritPeriodShare_pct": 77.6,
        "period_needed_ps": 21350,
        "worst_pin_slew_ps": 1260,
        "slew_headroom_pct": 15.8,
        "skew_ps": 107,
        "max_freq_ghz": 0.0468,
        "slew_viol_final": 0,
        "rsz0062_at_grt": "no",
        "setup_tns_ps": 0,
    },
    "worst_setup_path": {
        "cp_slowest_stage_delay_ps": 660,
        "criticalPathCategory": "reg2reg",
        "required_ps": 28080,
        "end_kind": "register",
        "crit_slowest_cell": "buf_4",
        "path_common_cell": "o21a_1",
        "worstPathMaxFanout": 44,
        "worstSetupStartpointType": "register",
        "cp.arrival_ps": 21930,
    },
    "die": {
        "die_w_um": 610,
        "die-area_um2": 372000,
        "chipHeight_um": 610,
        "io_pins": 24,
        "core_area_um2": 366000,
        "rows": 222,
        "fp_util_pct": 40.3,
    },
    "cts": {
        "htree_levels": 5,
        "hold_buffers": 0,
        "cts_tree": "built",
        "path_clk_slew_ps": 60,
        "clk_latency_ps": 920,
        "clockRootBuffer": "clkbuf_16",
        "cts.path.max_buffers": 4,
        "cts_buffers": 299,
        "clock_sink_count": 2878,
        "cts_setup_buffers": 0,
        "cts-resized-gates": 0,
    },
    "synth": {
        "postSynthRegisterBits": 2878,
        "yosys_cells": 10857,
        "postSynthSeqShare_pct": 56.6,
        "async_flop_share_pct": 0,
        "ys.warnings.count": 12,
        "synth_cells": 10857,
        "edf_count": 2586,
        "synth_cell_type_count": 117,
        "postSynthAreaPerCell_um2": 13.6,
        "ys_area_um2": 148000,
        "ff_type": "edfxtp_1",
        "synth.cell_area_um2": 148000,
    },
    "drt": {
        "wl_per_cell_um": 25.7,
        "routed_wl_um": 415000,
        "vias": 89005,
        "antenna_left": 0,
        "drc_errors": 0,
        "drtIter0Drc": 5654,
        "avgViaCountPerCell": 5.52,
        "first_pass_iters": 6,
    },
    "min_path": {
        "hold_class": "reg2reg",
    },
    "run": {
        "cap_viol_max_count": 0,
        "warning_count": 135,
    },
    "status": {
        "status": "completed",
    },
}
## metal layers
metal	global-route usage, %	part of all wire (%)
met1	29.1	35
met5	0.232	0.0065
met4	8.92	4.7
met3	13.2	13
met2	36.9	47
## state kept, by name (all words and copies together) (netlist names), 32 cells and up
| signal | count |
|---|---|
| i | 32 |
| seg_r | 608 |
| u | 32 |
| seg_q | 640 |
| seg_c | 608 |
| j | 32 |
| seg | 640 |
| v | 32 |
## worst max-delay path: cells and delay by family (launching register included)
kind | cells | cell delay (ps)
AND-OR/OR-AND | 46 | 10380
AND/OR/NAND/NOR | 17 | 3600
adder cells (fa/ha/maj) | 10 | 2960
buffers and inverters | 4 | 1550
multiplexers | 4 | 1190
XOR/XNOR | 2 | 710
flip-flops | 1 | 640
## path summary, 6_finish.rpt
| check | from | endpoint | slack [ps] | depth (start not counted) |
|---|---|---|---|---|
| worst max-delay path | n[0] | seg_q[37][8] | 6150 | 83 |
| worst min-delay path | u[31] | u[31] | 440 | 2 |
| worst min register to register | u[31] | u[31] | 440 | 2 |
| worst max register to register | n[0] | seg_q[37][8] | 6150 | 83 |
## layout make-up
| cell class | count | area (um2) |
|---|---|---|
| fillers | 31275 | 202000 |
| flip-flops and latches | 2878 | 83600 |
| multi-input cells | 6930 | 60200 |
| clock buffers | 382 | 8030 |
| well taps | 4816 | 6030 |
| repair buffers | 384 | 2930 |
| inverters | 552 | 2080 |
| clock inverters | 149 | 1190 |
| diodes | 20 | 50.0 |
## logic make-up after synthesis
family                   count (synthesis)  share of synthesized area [%]
AND/OR/NAND/NOR                       2651                           9.34
AND-OR/OR-AND                         1714                           7.61
XOR/XNOR                               596                           3.57
flip-flops                            2878                           56.6
adder cells (fa/ha/maj)                966                           8.85
multiplexers                          1003                           11.2
buffers and inverters                 1049                           2.86
## metrics by stage
stage / worst slack (ps) / instances / instance area (um2) / hold slack [ps]
after floorplan: 8740 / 10857 / 148000 / 409
after global placement: 6380 / 15560 / 155000 / 433
after detailed placement: 6340 / 15560 / 155000 / 436
after CTS: 6270 / 16091 / 164000 / 448
after global routing: 4070 / 16092 / 164000 / 462
final: 6150 / 16111 / 164000 / 438
## cell usage after synthesis, drive strengths merged (13+ instances only)
master / number / area (um2)
o211ai: 28 / 215
nor2b: 163 / 1020
dfxtp: 292 / 5850
o21ai: 392 / 1970
a41oi: 15 / 154
a22oi: 82 / 616
mux2i: 365 / 3690
nand2: 342 / 1290
a211oi: 39 / 303
and2: 673 / 4210
o41ai: 14 / 141
o31ai: 63 / 483
clkbuf: 354 / 1330
ha: 835 / 10400
o21a: 180 / 1350
xor2: 231 / 2020
o21bai: 106 / 796
nor4: 45 / 294
inv: 551 / 2070
a221oi: 77 / 693
nand4: 47 / 294
a31oi: 37 / 231
nor3: 220 / 1100
edfxtp: 2586 / 77700
a211o: 13 / 114
xnor2: 362 / 3180
fa: 130 / 2600
a21oi: 417 / 2090
nor3b: 13 / 113
nor2: 708 / 2660
buf: 143 / 822
mux2: 139 / 1570
and3: 37 / 231
a21o: 109 / 818
nand2b: 72 / 450
and4: 20 / 175
nand3: 102 / 510
a21boi: 18 / 135
or3: 57 / 357
mux4: 499 / 11300
or2: 102 / 638
## cell usage in the layout, fill, tap and decap left out, types with 37 or more instances in the layout
cell       synthesis  final
a21o_1           109    109
a21oi_1          416    416
a221oi_1          74     73
a22oi_1           82     82
a31oi_1           37     37
and2_1           672    672
and3_1            37     37
buf_4             12    358
clkbuf_1         354     70
clkbuf_16          0    308
clkinv_1           0     64
clkinv_2           1     41
dfxtp_1          292    260
edfxtp_1        2586   2586
fa_1             130    130
ha_1             835    834
inv_1            547    547
mux2_2           132    132
mux2i_1          357    355
mux4_2           485    485
nand2_1          341    341
nand2b_1          72     71
nand3_1          102    102
nand4_1           47     47
nor2_1           707    685
nor2b_1          163    161
nor3_1           220    215
nor4_1            43     43
o21a_1           180    180
o21ai_0          370    370
o21bai_1         106    106
o31ai_1           61     60
or2_2             99     99
or3_1             57     57
xnor2_1          361    356
xor2_1           231    231
